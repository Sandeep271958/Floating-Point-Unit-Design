==> /design/flow/design.v <==
module FP_Unpacker (
    input [31:0] in,
    output sign,
    output [7:0] exp,
    output [22:0] frac,
    output is_zero,
    output is_inf,
    output is_nan
);
    assign sign = in[31];
    assign exp = in[30:23];
    assign frac = in[22:0];
    wire e_all_zeros = (exp == 8'h00);
    wire e_all_ones = (exp == 8'hFF);
    wire f_all_zeros = (frac == 23'h000000);
    assign is_zero = e_all_zeros & f_all_zeros;
    assign is_inf = e_all_ones & f_all_zeros;
    assign is_nan = e_all_ones & !f_all_zeros;
endmodule
==> /design/flow/run.sh <==
#!/bin/bash
# OpenROAD 26Q1-2900-gdf79404cd8, Yosys 0.63+post, stock flow scripts
make -C /OpenROAD-flow-scripts/flow DESIGN_CONFIG=/design/flow/config.mk WORK_HOME=/design/flow/orfs finish
==> /design/flow/config.mk <==
export PLATFORM = sky130hd
export DESIGN_NAME = FP_Unpacker
export DESIGN_NICKNAME = FP_Unpacker
export VERILOG_FILES = /design/flow/design.v
export SDC_FILE = /design/flow/constraint.sdc
export NUM_CORES = 4
export LEC_CHECK = 1
export CORE_AREA = 10 10 70 70
export DIE_AREA = 0 0 80 80
==> /design/flow/constraint.sdc <==
current_design FP_Unpacker

set clk_period 1.5
set clk_io_pct 0.2

create_clock -name clk0 -period $clk_period

set non_clock_inputs [all_inputs -no_clocks]
set_input_delay [expr $clk_period * $clk_io_pct] -clock clk0 $non_clock_inputs
set_output_delay [expr $clk_period * $clk_io_pct] -clock clk0 [all_outputs]
==> results.txt <==
Physical implementation

The post-synthesis instance area is 348 µm². The residual antenna-violating net count after detailed routing is 0. The number of maximum-capacitance violations recorded for the run is 0. The first-iteration detailed-routing DRC count is 3. Summed over all cells, the static leakage comes to 0.385 nW. The highest attainable clock frequency is 611 MHz. The total of clock buffers placed in the layout is 0. The final timing report lists a hold violation count of 0. The number of vias per cell is 3.47. Final hold analysis gives a worst-case slack of 0.600 ns. The portion of synthesized area spent on multiplexers is 0. The most common cell after layout, fill and taps aside is sky130_fd_sc_hd__clkdlybuf4s50_1.

The sequential cell fraction of total power is 0. Of the total power, combinational logic draws 1.000. Per the finish-stage timing summary, setup violations number 3. The first TritonRoute pass finished after 4 iterations. The arrival time reported for the critical path endpoint is 1.34 ns. The required time of the critical path is 1.20 ns.

The OpenROAD warning count is 34. The fraction of power consumed by the clock network is 0. Input and output buffers added on the ports amount to 65. The post-synthesis cell type count is 8. The final routed wire length divided by cell count is 13.4 µm. For reference, the placement row count at floorplan is 21. Total global-route track usage over all layers is 0.0522. Of the synthesized area, sequential elements account for 0. The largest family of logic cells by area is buffers and inverters. The class of the worst hold path is in2out. The slew of the pin with the lowest slew margin is 0.219 ns. The worst setup path is captured at an output pin. In this run the worst path has a maximum fanout of 2.

The number of vias in the routed layout is 483. The cell family with the largest share of critical-path delay is simple AND/OR/NAND/NOR gates. The arithmetic-cell share of the synthesized area counting full adders, half adders and majority gates is 0. The post-route utilization of the core is recorded as 0.278.

Setup repair after global routing could not meet its margin everywhere. The number of cell instances after yosys synthesis is 49. The aggregate routed wire length is 1860 µm. Hold analysis shows the worst path with a depth of 0. For the completed layout, the total cell area is recorded as 951 µm².

STA classifies the critical path startpoint as a primary input. The final tally of max-slew violations is 0. The instance area after placement is 861 µm². The x dimension of the die is 80 µm. The Yosys warning count is 0. The final timing report gives a worst setup slack of -0.136 ns. The cell-internal power is 0.000130 W. The layout summary lists the proportion of cells stronger than drive strength 1 as 0.409. The growth of design area from synthesis to finish is 173%. The final period utilization is 1.09.

The area taken by sequential standard cells is reported as 0 µm². The total power per unit cell area is 191 nW/µm². The final layout contains a sequential cell count of 0. The number of global-route vias before repair is 549. Once detailed placement completed, the half-perimeter wirelength came to 1660 µm.

The global-route wire length before repair is 2770 µm. The die is 80 µm tall. The placer's final routability congestion estimate is 0.791.

The xor/xnor share of the synthesized area is 0. The initial antenna violation count was 0. The post-layout minimum cycle time is 1.64 ns. The run finished, with violations left. The peak supply drop is 0.0712 mV. In the synthesized netlist, the number of instances is 49. The I/O pin count is 67. For this configuration, the core starts out at a cell density of 0.102. The cell-mix breakdown from Yosys lists the compound-gate area share as 0.0288.

Entering global routing, the biggest net connects 4 pins. The setup TNS is -0.368 ns. The area recorded from the Yosys report for this design is 348 µm².

The depth of the critical timing path with buffers and inverters included is 7. The stage delay of the slowest cell on the critical path is 0.28 ns. The final reports fail on negative setup slack.

Switching power as a fraction of the total was reported as 0.283. Summed over all nets, the switching power comes to 0.0000512 W. The slowest cell on the critical path is sky130_fd_sc_hd__nor4_4. Each instance of the synthesized netlist takes up on average 7.10 µm². The chip area is 6400 µm². The placeable core area is 3420 µm². The script reports the combined buffer and inverter count of the critical path as 4. Per the GRT congestion report, total overflow comes to 0. The DRC violation count after routing is 0. Per the synthesis report, the simple-gate share of the synthesized area is 0.281. The worst max-slew margin expressed relative to the limit is 0.853. The cell type with the highest occurrence count on the critical path is sky130_fd_sc_hd__buf_6.

The number of antenna diodes in the final layout is 0. The cell sequence reported for the critical path is buf_6, nor4_4, nand4_1, buf_4, buf_6, nor3_4, buf_2. The worst setup path is of the in2out kind. The design draws 0.000181 W. By instance count after routing, the leading logic cell types are 31 x sky130_fd_sc_hd__clkdlybuf4s50_1, 14 x sky130_fd_sc_hd__dlygate4sd2_1, 8 x sky130_fd_sc_hd__buf_2, 8 x sky130_fd_sc_hd__buf_4, 7 x sky130_fd_sc_hd__buf_6.
-- layer usage --
metal / vias up / track usage / part of all wire
met5: - / 0 / 0
met4: 0 / 0 / 0
met3: 0 / 0.0307 / 0.16
met2: 35 / 0.0947 / 0.49
met1: 217 / 0.0534 / 0.34
li1: 231 / - / -
-- area by class of cell --
type | instances | area [µm²]
Multi-Input combinational cell | 17 | 210
Tap cell | 46 | 57.6
Timing Repair Buffer | 76 | 683
Fill cell | 373 | 2460
-- worst paths after layout --
kind                    from  endpoint  slack, ns
worst max-delay path  in[22]   is_zero      -0.14
worst min-delay path  in[31]      sign       0.60
-- Yosys cell counts --
library cell              instances  area (µm²)
sky130_fd_sc_hd__nand4_1          3        18.8
sky130_fd_sc_hd__buf_4           32         240
sky130_fd_sc_hd__nor4_2           1        12.5
sky130_fd_sc_hd__o21ba_1          1        10.0
sky130_fd_sc_hd__nor4_1           6        37.5
sky130_fd_sc_hd__or2_2            1        6.26
sky130_fd_sc_hd__nand2_1          2        7.51
sky130_fd_sc_hd__nor3_1           3        15.0
-- timing repair --
action,4_1_cts,5_1_grt
hold endpoints to repair,0,0
gates resized,93,11
setup buffers,5,0
hold buffers,0,0
pin swaps,16,2
setup endpoints to repair,34,3
-- power by group through the flow --
| stage | registers (W) | logic, W | clock network (W) |
|---|---|---|---|
| 4_1_cts | 0 | 0.000182 | 0 |
| 5_1_grt | 0 | 0.000197 | 0 |
| 6_report | 0 | 0.000181 | 0 |
-- cell families (layout without fill, tap and decap cells) --
logic type,count (synthesis),after routing
buffers and inverters,32,76
AND/OR/NAND/NOR,16,16
AND-OR/OR-AND,1,1
-- metrics by stage --
step           setup WS (ns)  std cells
6_report              -0.136        139
5_1_grt               -0.231        139
4_1_cts               -0.152        139
3_5_place_dp          -0.831        134
3_3_place_gp          -0.801        134
2_1_floorplan          0.320         49
Power and IR drop assume default switching activity.
